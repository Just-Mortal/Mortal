[flow/config.mk]
export PLATFORM = sky130hd
export DESIGN_NAME = timer
export DESIGN_NICKNAME = timer
export VERILOG_FILES = /design/flow/design.v
export SDC_FILE = /design/flow/constraint.sdc
export NUM_CORES = 4
export LEC_CHECK = 1
export CORE_UTILIZATION = 30
[flow/constraint.sdc]
current_design timer

set clk_period 4.1
set clk_io_pct 0.2

create_clock -name clk0 -period $clk_period [get_ports {clk}]

set non_clock_inputs [all_inputs -no_clocks]
set_input_delay [expr $clk_period * $clk_io_pct] -clock clk0 $non_clock_inputs
set_output_delay [expr $clk_period * $clk_io_pct] -clock clk0 [all_outputs]
[flow/design.v]
module count(reset, clk, clk_out);
    input reset, clk;
    output clk_out;
    reg [31:0] cnt;
    reg clk_out;
    always @(posedge clk)
    begin
        if (reset)
            cnt <= 0;
        else if (cnt == 24999999)
        begin
            cnt <= 0;
            clk_out <= ~clk_out;
        end
        else
            cnt <= cnt + 1;
    end
endmodule
module count60(reset, clk, qout, cout);
    input reset, clk;
    output cout;
    output [7:0] qout;
    reg [7:0] qout;
    reg cout;
    always @(posedge clk or posedge reset)
    begin
        if (reset)
            qout <= 0;
        else
        begin
            if (qout[3:0] == 9)
            begin
                qout[3:0] <= 0;
                if (qout[7:4] == 5)
                    qout[7:4] <= 0;
                else
                    qout[7:4] <= qout[7:4] + 1;
            end
            else
                qout[3:0] <= qout[3:0] + 1;
            cout = (qout == 8'h59) ? 1 : 0;
        end
    end
endmodule
module show(decodeout, indec);
    input [3:0] indec;
    output [6:0] decodeout;
    reg [6:0] decodeout;
    always @(indec)
    begin
        case (indec)
            4'd0: decodeout = 7'b1000000;
            4'd1: decodeout = 7'b1111001;
            4'd2: decodeout = 7'b0100100;
            4'd3: decodeout = 7'b0110000;
            4'd4: decodeout = 7'b0011001;
            4'd5: decodeout = 7'b0010010;
            4'd6: decodeout = 7'b0000010;
            4'd7: decodeout = 7'b1111000;
            4'd8: decodeout = 7'b0000000;
            4'd9: decodeout = 7'b0010000;
        endcase
    end
endmodule
module timer(reset, clk, out_sec_l, out_sec_h, out_min_l, out_min_h, out_hour);
    input reset, clk;
    output [6:0] out_sec_l, out_sec_h, out_min_l, out_min_h, out_hour;
    wire [6:0] out_sec_l, out_sec_h, out_min_l, out_min_h, out_hour;
    wire [7:0] sec, min;
    reg [3:0] hour;
    wire sec_clk, min_clk, hour_clk;
    count sec_count(reset, clk, sec_clk);
    count60 sec2min(reset, sec_clk, sec, min_clk);
    count60 min2hour(reset, min_clk, min, hour_clk);
    always @(negedge hour_clk)
    begin
        if (reset)
            hour[3:0] <= 0;
        else
            hour[3:0] <= hour[3:0] + 1;
    end
    show show_sec_l(out_sec_l, sec[3:0]);
    show show_sec_h(out_sec_h, sec[7:4]);
    show show_min_l(out_min_l, min[3:0]);
    show show_min_h(out_min_h, min[7:4]);
    show show_hour(out_hour, hour[3:0]);
endmodule
[flow/run.sh]
#!/bin/bash
# OpenROAD 26Q1-2900-gdf79404cd8, Yosys 0.63+post, stock flow scripts
make -C /OpenROAD-flow-scripts/flow DESIGN_CONFIG=/design/flow/config.mk WORK_HOME=/design/flow/orfs finish
==> summary.txt <==
impl run done, here's what came out: Peak Freq=420 MHz, # setup viols final=0, # Cells Yosys=443, Antenna diodes=0, VDD IR max=0.200 mV, Mapped Cells=443, die span in y=113 um, min Tclk post-route=2.38 ns, Via density=5.02, Post-synth top cells=nor2_1, dfxtp_1, o21ai_0, dlxtn_1, a21oi_1, final antenna-violating net count=0, WL met2=3070 um, CP bufs+invs=0, overall routed net length=6900 um, GP Congestion=0.813, Sequential Area=0.00174 mm^2, pin count of the biggest net entering global routing=30, crit-path cells=and4_1 > nand4_1 > or4_1 > a21oi_1, Tool Warnings=31, first-pass iteration count of the detailed router=7, CP Class=reg -> reg, root buffer cell=clkbuf_16, DRC Markers=0, reg2reg path depth=4, setup TNS=0 ns, number of global-route vias before repair=2,688, post-CTS sizing=0, core area=0.0120 mm^2, initial DRC count=224, skew final=0.00612 ns, Max stage delay on crit path=0.70 ns, Post-Syn Area=0.00370 mm^2, Synth flops=90, Worst EP arrival=2.58 ns, # hold bufs at CTS=0, Yosys top cell by area=dfxtp_1, # Post-CTS Setup Buffers=0, Insertion Delay late pin=0.27 ns, family with the most delay on the worst path=simple AND/OR/NAND/NOR gates, fillers=1,211, CP endpoint kind=flip-flop, metal3 WL=243 um, H-tree depth=2, CP Max Fanout=17, Hold Slack=0.443 ns, Final Util=35.9%, GRT Util Overall=11.2%, Die X=113 um, distinct lib cells=41, pwr/cell area=179 mW/mm^2, clock slew at reported path FFs=0.05 ns, Rel. slew slack=40.5%, Area Growth Syn to Fin=16.5%, Yosys chip area=0.00370 mm^2, aggregate global routing overflow=0, row cnt=40, MI comb area=0.00178 mm^2, via count=3,037, Routed WL per cell=11.4 um, CTS tree=yes, unrepaired setup endpoints after global routing=false, Top cells by area=dfxtp_1, dlxtn_1, dfrtp_1, IO Count=37, antenna violations before repair=0, first-pass GRT wire length=12,000 um, nature of the critical path startpoint=flip-flop, Die ar.=0.0128 mm^2, Bufs on Longest Clock Path=2, Worst Path Required=4.30 ns, Post-synth EDFFs=3, FFs w/ async S/R, synth=17.8%, hpwl dp=4960 um, Commonest flop=dfxtp_1, Critical Path Stages=4, # port buffers=36, M1 WL=3540 um, leak pwr=0.00163 uW, endpoints failing hold=0, worst hold-check path type=reg -> reg, fin crit share=58.1%, FP Util=30.8%, YS warnings=4, Max-cap violations=0, count of unclocked register or latch pins=57, share of layout cells above drive strength 1=2.18%, Worst Max-Slew Pin Slew=0.881 ns, Yosys top cell by instances=nor2_1, total CTS buffers=5, Slowest cell on crit path=or4_1, hold path depth=1, max-slew violation count=0, post-synth top area share=19.5%, outcome=complete, no violations, highest metal used=met4, endpoints left unconstrained=94, Avg Inst Size Synth=8.35 um^2
[cells by family after synthesis]
kind of cell	synth area share, %
AND/OR/NAND/NOR	25.1
AND-OR/OR-AND	14.4
flip-flops	32.7
buffers and inverters	5.21
latches	14.2
XOR/XNOR	4.74
adder cells (fa/ha/maj)	3.04
multiplexers	0.541
[worst reg2reg max path, stage by stage, from the launching register on]
cell and delay, ns:
dfxtp_1 0.39, and4_1 0.47, nand4_1 0.60, or4_1 0.71, a21oi_1 0.15
[layout by cell type, fill, tap and decap left out, types with 6 or more instances in the layout]
cell / Yosys / final
nand2_1: 31 / 31
nand4_1: 11 / 11
o21ai_0: 36 / 36
nand3_1: 22 / 22
dfxtp_1: 36 / 36
nor2_1: 48 / 48
inv_1: 18 / 18
or3_1: 12 / 12
nor2b_1: 6 / 6
clkdlybuf4s50_1: 0 / 36
a21oi_1: 34 / 34
dfrtp_1: 16 / 16
nor3_1: 11 / 11
xnor2_1: 10 / 10
dlxtn_1: 35 / 35
and3_1: 9 / 9
ha_1: 9 / 9
xor2_1: 10 / 10
o31ai_1: 6 / 6
or4_1: 13 / 13
[layout make-up]
class / instances / share of cell area [%]
Sequential cell: 90 / 40.3
Clock inverter: 1 / 0.697
Clock buffer: 7 / 3.31
Tap cell: 147 / 4.27
Timing Repair Buffer: 37 / 8.54
Inverter: 18 / 1.57
Multi-Input combinational cell: 305 / 41.3
[metrics by stage]
stage / worst slack [ns] / cells / cell area, um^2 / power [uW]
after floorplan: 1.95 / 443 / 3700 / 346
after global placement: 1.46 / 597 / 4140 / 349
after detailed placement: 1.41 / 597 / 4140 / 350
after CTS: 1.69 / 605 / 4310 / 780
after global routing: 1.48 / 605 / 4310 / 793
final: 1.72 / 605 / 4310 / 769
[path summary, 6_finish.rpt]
path	end	startpoint	slack, ns
setup / recovery	sec_count.cnt[30]$_SDFF_PP0_	sec_count.cnt[3]$_SDFF_PP0_	1.72
hold / removal	sec_count.cnt[0]$_SDFF_PP0_	sec_count.cnt[0]$_SDFF_PP0_	0.44
setup reg to reg	sec_count.cnt[30]$_SDFF_PP0_	sec_count.cnt[3]$_SDFF_PP0_	1.72
hold reg to reg	sec_count.cnt[0]$_SDFF_PP0_	sec_count.cnt[0]$_SDFF_PP0_	0.44
[metal layers]
layer / up-vias / global-route usage (%)
met4: 0 / 0.877
met3: 2 / 1.47
met5: - / 0
met1: 1401 / 17.4
li1: 1580 / -
met2: 54 / 17.7
[sequential cells by signal (all words and copies together) (netlist names)]
name / count
sec2min.qout: 8
sec_count.cnt: 32
hour: 4
sec2min.cout: 1
min2hour.cout: 1
show_min_l.decodeout: 7
sec_count.clk_out: 1
show_min_h.decodeout: 7
min2hour.qout: 8
show_sec_h.decodeout: 7
show_hour.decodeout: 7
show_sec_l.decodeout: 7
[report_power, final]
group          internal [uW]  switching, uW  leakage, uW
Clock                    303            124    0.0000841
Sequential               325           1.51     0.000803
Combinational           4.77           11.0     0.000744
Power and IR drop assume default switching activity.

## run.sh

```bash
#!/bin/bash
# OpenROAD 26Q1-2900-gdf79404cd8, Yosys 0.63+post, stock flow scripts
make -C /OpenROAD-flow-scripts/flow DESIGN_CONFIG=/design/flow/config.mk WORK_HOME=/design/flow/orfs finish
```

## config.mk

```make
export PLATFORM = sky130hd
export DESIGN_NAME = clock
export DESIGN_NICKNAME = clock
export VERILOG_FILES = /design/flow/design.v
export SDC_FILE = /design/flow/constraint.sdc
export NUM_CORES = 4
export LEC_CHECK = 1
export CORE_UTILIZATION = 50
```

## constraint.sdc

```tcl
current_design clock

set clk_period 5.1
set clk_io_pct 0.2

create_clock -name clk0 -period $clk_period [get_ports {clk}]

set non_clock_inputs [all_inputs -no_clocks]
set_input_delay [expr $clk_period * $clk_io_pct] -clock clk0 $non_clock_inputs
set_output_delay [expr $clk_period * $clk_io_pct] -clock clk0 [all_outputs]
```

## design.v

```verilog
module clock(reset, clk, out_sec_l, out_sec_h, out_min_l, out_min_h, out_hour);
    input reset, clk;
    output [6:0] out_sec_l, out_sec_h, out_min_l, out_min_h, out_hour;
    wire [6:0] out_sec_l, out_sec_h, out_min_l, out_min_h, out_hour;
    wire [7:0] sec, min;
    reg [3:0] hour;
    wire sec_clk, min_clk, hour_clk;
    count sec_count(reset, clk, sec_clk);
    count60 sec2min(reset, sec_clk, sec, min_clk);
    count60 min2hour(reset, min_clk, min, hour_clk);
    always @(negedge hour_clk)
    begin
        if (reset)
            hour[3:0] <= 0;
        else
            hour[3:0] <= hour[3:0] + 1;
    end
    show show_sec_l(out_sec_l, sec[3:0]);
    show show_sec_h(out_sec_h, sec[7:4]);
    show show_min_l(out_min_l, min[3:0]);
    show show_min_h(out_min_h, min[7:4]);
    show show_hour(out_hour, hour[3:0]);
endmodule
module count(reset, clk, clk_out);
    input reset, clk;
    output clk_out;
    reg [31:0] cnt;
    reg clk_out;
    always @(posedge clk)
    begin
        if (reset)
            cnt <= 0;
        else if (cnt == 24999999)
        begin
            cnt <= 0;
            clk_out <= ~clk_out;
        end
        else
            cnt <= cnt + 1;
    end
endmodule
module count60(reset, clk, qout, cout);
    input reset, clk;
    output cout;
    output [7:0] qout;
    reg [7:0] qout;
    reg cout;
    always @(posedge clk or posedge reset)
    begin
        if (reset)
            qout <= 0;
        else
        begin
            if (qout[3:0] == 9)
            begin
                qout[3:0] <= 0;
                if (qout[7:4] == 5)
                    qout[7:4] <= 0;
                else
                    qout[7:4] <= qout[7:4] + 1;
            end
            else
                qout[3:0] <= qout[3:0] + 1;
            cout = (qout == 8'h59) ? 1 : 0;
        end
    end
endmodule
module show(decodeout, indec);
    input [3:0] indec;
    output [6:0] decodeout;
    reg [6:0] decodeout;
    always @(indec)
    begin
        case (indec)
            4'd0: decodeout = 7'b1000000;
            4'd1: decodeout = 7'b1111001;
            4'd2: decodeout = 7'b0100100;
            4'd3: decodeout = 7'b0110000;
            4'd4: decodeout = 7'b0011001;
            4'd5: decodeout = 7'b0010010;
            4'd6: decodeout = 7'b0000010;
            4'd7: decodeout = 7'b1111000;
            4'd8: decodeout = 7'b0000000;
            4'd9: decodeout = 7'b0010000;
        endcase
    end
endmodule
```

==> Changelog: implementation <==
### Physical design

- Tightest Pin Transition: 0.945 ns
- Max_slew headroom: 0.362
- Yosys reg bits: roughly 90
- Final Hold Fails: 0
- ANT nets after route: 0
- I/O pin total: 37
- Crit path DAT: 2.90 ns
- Cell Type Count: 41
- Iteration-0 DRC Markers: 103
- GRT overflow: 0
- Worst min path class: flip-flop to flip-flop
- Die y size: 88.0 um
- Top-area cell share: 0.195
- Clock Skew: between 0.009 and 0.01 ns
- DRC: 0
- Yosys Instances: 443
- Row cnt: 30
- Hold buffer count at CTS: 0
- Delay-heaviest family, CP: buffers and inverters
- Final Critical Period: 2.68 ns
- Root Driver: clkbuf_8
- Worst path cell trace: clkdlybuf4s50_1 -> inv_1 -> o41ai_4 -> buf_4 -> a21oi_1
- Cell Pwr Density: between 100 and 150 mW/mm2
- Latency at later pin: 0.29 ns
- Cell with the most instances after synthesis: nor2_1
- Setup Fix Bufs, Post-CTS: 0
- Register pins left without a clock: 57
- Cycle use final: 0.526
- Unrepaired setup endpoints after global routing: no
- Largest net degree at the start of global routing: 24
- Layout cell share with drive strength beyond 1: 0.0240
- Worst IR Drop VDD: 0.0000933 V
- WL final: approximately 6800 um
- Die Width: 88.0 um
- Area Growth Syn to Fin: 12.9%
- Synth top cells by count: nor2_1 (48), dfxtp_1 (36), o21ai_0 (36), dlxtn_1 (35), a21oi_1 (34)
- Cts bufs inserted: 5
- Placer Congestion: 0.812
- Instance area at placement: 0.00407 mm2
- CTS tree: yes
- Clock Path Buffers: 2
- Cell taking the most area after synthesis: dfxtp_1
- Log Warnings: 32
- Cell Area, Synth: 0.00370 mm2
- Worst setup margin: 2.42 ns
- First-pass GRT wire length: 11700 um
- Max Clock Freq: 373 MHz
- Gr usage total: 0.193
- Top cells by area: dfxtp_1 (19%), dlxtn_1 (14%), dfrtp_1 (11%)
- Clock transition at the registers of the reported paths: ~0.060 ns
- CP Max Fanout: 23
- Total of max-cap violations: 0
- DR WL/cell: 12.2 um
- Pleak: 0.00160 uW
- Yosys Chip Area: 0.00370 mm2
- Syn Inst Count: around 440
- Buf+Inv Stages, Crit Path: 3
- CP required: 5.32 ns
- Outcome: finished clean
- Die ar.: 0.00774 mm2
- CP max stage delay: 0.62 ns
- Htree depth: 2
- Via count: 2995
- TNS Setup: 0 ns
- PortBufs: 36
- ANT cells: 0
- YS warnings: 4
- Tot Pwr: 489 uW
- Worst slack at placement: 2.03 ns
- CTS resizes: 0
- Pre-Repair DR Iteration Count: 4
- Setup crit end kind: flip-flop
- Post-synth top flop: dfxtp_1
- Fp util: 0.530
- Max Slew Vio Count: 0
- Number of unconstrained endpoints: 94
- Worst path slowest cell: inv_1
- Worst setup path class: input port to flip-flop
- Post-synth EDFFs: 3
- Type of origin of the critical path: input port
- Initial antenna violation count: 0
- Dpl hpwl: roughly 4800 um
- Syn_area_per_cell: about 8.3 um2
- Async SR Flop Fraction: 0.178
- Final instance area: 0.00417 mm2
- Final setup fails: 0
- Core footprint: 0.00698 mm2
- Vias per cell: 5.41
- Vias in the first global route: 2544
==> cells in the final DEF (no fill, tap or decap), types with 5 or more instances in the layout <==
cell	Yosys	layout
and4_1	5	5
a21oi_1	34	34
dlxtn_1	35	35
nand4_1	11	11
nand2_1	31	31
and3_1	9	9
dfxtp_1	36	36
inv_1	18	18
o31ai_1	6	6
nand3_1	22	22
or4_1	13	13
dfrtp_1	16	16
clkdlybuf4s50_1	0	36
or3_1	12	12
nor2b_1	6	6
ha_1	9	9
nor3_1	11	11
nor2_1	48	48
o21ai_0	36	36
xor2_1	10	10
clkbuf_8	0	7
xnor2_1	10	10
==> logic make-up (layout without fill, tap and decap cells) <==
group | Yosys count | in the layout | synth area share
xor gates and xnor gates | 20 | 20 | 0.0474
buffers and inverters | 48 | 63 | 0.0521
muxes | 2 | 2 | 0.00541
adders and majority gates | 9 | 9 | 0.0304
and+or+nand+nor | 181 | 181 | 0.251
DFF | 55 | 55 | 0.327
AOI/OAI and AO/OA | 93 | 93 | 0.144
latches | 35 | 35 | 0.142
==> layer usage <==
layer | up-vias | global-route usage | part of all wire
met2 | 48 | 0.293 | 0.44
li1 | 1575 | - | -
met3 | 5 | 0.0267 | 0.032
met5 | - | 0 | 0
met1 | 1367 | 0.319 | 0.52
met4 | 0 | 0.0119 | 0.0046
==> area by class of cell <==
cell class                 instances  area (um2)
fill                             643        2810
tap                               96         120
sequential                        90        1740
inverter                          18        67.6
clock inverter                     1        5.00
multi-input combinational        305        1780
timing repair buffer              37         368
clock buffer                       7        96.3
==> power by group <==
part	leakage [uW]	internal [uW]	switching (uW)
Sequential	0.000803	261	1.25
Combinational	0.000744	3.81	8.91
Clock	0.0000542	122	92.1
Total	0.00160	387	102
==> stage by stage <==
step	util	hold WS [ns]	instances
after floorplan	-	0.412	443
after global placement	0.583	0.430	546
after detailed placement	0.583	0.441	546
after CTS	0.598	0.461	554
after global routing	0.598	0.472	554
final	0.598	0.461	554
==> worst register-to-register path, delay by kind of cell, from the launching register on <==
family          cells  cell delay, ns
buf+inv             1            0.36
simple gates        3            1.09
flops               1            0.36
compound gates      1            0.51
==> sequential cells by signal (all words and copies together), names as in the netlist, 4 cells and up <==
signal and count:
hour 4, min2hour.qout 8, sec2min.qout 8, show_hour.decodeout 7
show_sec_h.decodeout 7, show_sec_l.decodeout 7, sec_count.cnt 32, show_min_l.decodeout 7
show_min_h.decodeout 7
==> final timing paths <==
path                startpoint                end  slack, ns  cells past startpoint
min reg2reg   sec_count.cnt[0]   sec_count.cnt[0]       0.46                      1
min           sec_count.cnt[0]   sec_count.cnt[0]       0.46                      1
max reg2reg  sec_count.cnt[28]   sec_count.cnt[8]       2.66                      5
max                      reset  sec_count.cnt[21]       2.42                      5
Power and IR drop assume default switching activity.
